==> design.v <==
module my_mult #(parameter N=8)(
	input [N-1:0]a,
	input [N-1:0]b,
	output [2*N-1:0]y
	);
wire [N-1:0]rt[N-2:0];
assign {rt[0],y[0]} = { N-1 + 1{b[0]}} & a;
genvar i;
generate
	for (i=1;i<N-1;i=i+1) begin
		assign {rt[i],y[i]} = rt[i-1] + ( { N-1 + 1{b[0]}} & a);
	end
	endgenerate
assign y[15:7] = rt[6] + ({N-1 +1{b[N-1]}} & a);
endmodule
module ksa16(
    input  [15:0] a,
    input  [15:0] b,
    output [16:0] sum
);
    wire [15:0] g, p;   
    wire [15:0] c;      
    assign g = a & b;
    assign p = a ^ b;
    assign c[0]  = g[0];
    assign c[1]  = g[1] | (p[1] & g[0]);
    assign c[2]  = g[2] | (p[2] & g[1]) | (p[2] & p[1] & g[0]);
    assign c[3]  = g[3] | (p[3] & g[2]) | (p[3] & p[2] & g[1]) | (p[3] & p[2] & p[1] & g[0]);
    assign c[4]  = g[4] | (p[4] & g[3]) | (p[4] & p[3] & g[2]) | (p[4] & p[3] & p[2] & g[1]) | (p[4] & p[3] & p[2] & p[1] & g[0]);
    assign c[5]  = g[5] | (p[5] & g[4]) | (p[5] & p[4] & g[3]) | (p[5] & p[4] & p[3] & g[2]) | (p[5] & p[4] & p[3] & p[2] & g[1]) | (p[5] & p[4] & p[3] & p[2] & p[1] & g[0]);
    assign c[6]  = g[6] | (p[6] & g[5]) | (p[6] & p[5] & g[4]) | (p[6] & p[5] & p[4] & g[3]) | (p[6] & p[5] & p[4] & p[3] & g[2]) | (p[6] & p[5] & p[4] & p[3] & p[2] & g[1]) | (p[6] & p[5] & p[4] & p[3] & p[2] & p[1] & g[0]);
    assign c[7]  = g[7] | (p[7] & g[6]) | (p[7] & p[6] & g[5]) | (p[7] & p[6] & p[5] & g[4]) | (p[7] & p[6] & p[5] & p[4] & g[3]) | (p[7] & p[6] & p[5] & p[4] & p[3] & g[2]) | (p[7] & p[6] & p[5] & p[4] & p[3] & p[2] & g[1]) | (p[7] & p[6] & p[5] & p[4] & p[3] & p[2] & p[1] & g[0]);
    assign c[8]  = g[8] | (p[8] & g[7]) | (p[8] & p[7] & g[6]) | (p[8] & p[7] & p[6] & g[5]) | (p[8] & p[7] & p[6] & p[5] & g[4]) | (p[8] & p[7] & p[6] & p[5] & p[4] & g[3]) | (p[8] & p[7] & p[6] & p[5] & p[4] & p[3] & g[2]) | (p[8] & p[7] & p[6] & p[5] & p[4] & p[3] & p[2] & g[1]) | (p[8] & p[7] & p[6] & p[5] & p[4] & p[3] & p[2] & p[1] & g[0]);
    assign c[9]  = g[9] | (p[9] & g[8]) | (p[9] & p[8] & g[7]) | (p[9] & p[8] & p[7] & g[6]) | (p[9] & p[8] & p[7] & p[6] & g[5]) | (p[9] & p[8] & p[7] & p[6] & p[5] & g[4]) | (p[9] & p[8] & p[7] & p[6] & p[5] & p[4] & g[3]) | (p[9] & p[8] & p[7] & p[6] & p[5] & p[4] & p[3] & g[2]) | (p[9] & p[8] & p[7] & p[6] & p[5] & p[4] & p[3] & p[2] & g[1]) | (p[9] & p[8] & p[7] & p[6] & p[5] & p[4] & p[3] & p[2] & p[1] & g[0]);
    assign c[10] = g[10] | (p[10] & g[9]) | (p[10] & p[9] & g[8]) | (p[10] & p[9] & p[8] & g[7]) | (p[10] & p[9] & p[8] & p[7] & g[6]) | (p[10] & p[9] & p[8] & p[7] & p[6] & g[5]) | (p[10] & p[9] & p[8] & p[7] & p[6] & p[5] & g[4]) | (p[10] & p[9] & p[8] & p[7] & p[6] & p[5] & p[4] & g[3]) | (p[10] & p[9] & p[8] & p[7] & p[6] & p[5] & p[4] & p[3] & g[2]) | (p[10] & p[9] & p[8] & p[7] & p[6] & p[5] & p[4] & p[3] & p[2] & g[1]) | (p[10] & p[9] & p[8] & p[7] & p[6] & p[5] & p[4] & p[3] & p[2] & p[1] & g[0]);
    assign c[11] = g[11] | (p[11] & g[10]) | (p[11] & p[10] & g[9]) | (p[11] & p[10] & p[9] & g[8]) | (p[11] & p[10] & p[9] & p[8] & g[7]) | (p[11] & p[10] & p[9] & p[8] & p[7] & g[6]) | (p[11] & p[10] & p[9] & p[8] & p[7] & p[6] & g[5]) | (p[11] & p[10] & p[9] & p[8] & p[7] & p[6] & p[5] & g[4]) | (p[11] & p[10] & p[9] & p[8] & p[7] & p[6] & p[5] & p[4] & g[3]) | (p[11] & p[10] & p[9] & p[8] & p[7] & p[6] & p[5] & p[4] & p[3] & g[2]) | (p[11] & p[10] & p[9] & p[8] & p[7] & p[6] & p[5] & p[4] & p[3] & p[2] & g[1]) | (p[11] & p[10] & p[9] & p[8] & p[7] & p[6] & p[5] & p[4] & p[3] & p[2] & p[1] & g[0]);
    assign c[12] = g[12] | (p[12]&g[11]) | (p[12]&p[11]&g[10]) | (p[12]&p[11]&p[10]&g[9]) | (p[12]&p[11]&p[10]&p[9]&g[8]) | (p[12]&p[11]&p[10]&p[9]&p[8]&g[7]) | (p[12]&p[11]&p[10]&p[9]&p[8]&p[7]&g[6]) | (p[12]&p[11]&p[10]&p[9]&p[8]&p[7]&p[6]&g[5]) | (p[12]&p[11]&p[10]&p[9]&p[8]&p[7]&p[6]&p[5]&g[4]) | (p[12]&p[11]&p[10]&p[9]&p[8]&p[7]&p[6]&p[5]&p[4]&g[3]) | (p[12]&p[11]&p[10]&p[9]&p[8]&p[7]&p[6]&p[5]&p[4]&p[3]&g[2]) | (p[12]&p[11]&p[10]&p[9]&p[8]&p[7]&p[6]&p[5]&p[4]&p[3]&p[2]&g[1]) | (p[12]&p[11]&p[10]&p[9]&p[8]&p[7]&p[6]&p[5]&p[4]&p[3]&p[2]&p[1]&g[0]);
    assign c[13] = g[13] | (p[13]&g[12]) | (p[13]&p[12]&g[11]) | (p[13]&p[12]&p[11]&g[10]) | (p[13]&p[12]&p[11]&p[10]&g[9]) | (p[13]&p[12]&p[11]&p[10]&p[9]&g[8]) | (p[13]&p[12]&p[11]&p[10]&p[9]&p[8]&g[7]) | (p[13]&p[12]&p[11]&p[10]&p[9]&p[8]&p[7]&g[6]) | (p[13]&p[12]&p[11]&p[10]&p[9]&p[8]&p[7]&p[6]&g[5]) | (p[13]&p[12]&p[11]&p[10]&p[9]&p[8]&p[7]&p[6]&p[5]&g[4]) | (p[13]&p[12]&p[11]&p[10]&p[9]&p[8]&p[7]&p[6]&p[5]&p[4]&g[3]) | (p[13]&p[12]&p[11]&p[10]&p[9]&p[8]&p[7]&p[6]&p[5]&p[4]&p[3]&g[2]) | (p[13]&p[12]&p[11]&p[10]&p[9]&p[8]&p[7]&p[6]&p[5]&p[4]&p[3]&p[2]&g[1]) | (p[13]&p[12]&p[11]&p[10]&p[9]&p[8]&p[7]&p[6]&p[5]&p[4]&p[3]&p[2]&p[1]&g[0]);
    assign c[14] = g[14] | (p[14]&g[13]) | (p[14]&p[13]&g[12]) | (p[14]&p[13]&p[12]&g[11]) | (p[14]&p[13]&p[12]&p[11]&g[10]) | (p[14]&p[13]&p[12]&p[11]&p[10]&g[9]) | (p[14]&p[13]&p[12]&p[11]&p[10]&p[9]&g[8]) | (p[14]&p[13]&p[12]&p[11]&p[10]&p[9]&p[8]&g[7]) | (p[14]&p[13]&p[12]&p[11]&p[10]&p[9]&p[8]&p[7]&g[6]) | (p[14]&p[13]&p[12]&p[11]&p[10]&p[9]&p[8]&p[7]&p[6]&g[5]) | (p[14]&p[13]&p[12]&p[11]&p[10]&p[9]&p[8]&p[7]&p[6]&p[5]&g[4]) | (p[14]&p[13]&p[12]&p[11]&p[10]&p[9]&p[8]&p[7]&p[6]&p[5]&p[4]&g[3]) | (p[14]&p[13]&p[12]&p[11]&p[10]&p[9]&p[8]&p[7]&p[6]&p[5]&p[4]&p[3]&g[2]) | (p[14]&p[13]&p[12]&p[11]&p[10]&p[9]&p[8]&p[7]&p[6]&p[5]&p[4]&p[3]&p[2]&g[1]) | (p[14]&p[13]&p[12]&p[11]&p[10]&p[9]&p[8]&p[7]&p[6]&p[5]&p[4]&p[3]&p[2]&p[1]&g[0]);
    assign c[15] = g[15] | (p[15]&g[14]) | (p[15]&p[14]&g[13]) | (p[15]&p[14]&p[13]&g[12]) | (p[15]&p[14]&p[13]&p[12]&g[11]) | (p[15]&p[14]&p[13]&p[12]&p[11]&g[10]) | (p[15]&p[14]&p[13]&p[12]&p[11]&p[10]&g[9]) | (p[15]&p[14]&p[13]&p[12]&p[11]&p[10]&p[9]&g[8]) | (p[15]&p[14]&p[13]&p[12]&p[11]&p[10]&p[9]&p[8]&g[7]) | (p[15]&p[14]&p[13]&p[12]&p[11]&p[10]&p[9]&p[8]&p[7]&g[6]) | (p[15]&p[14]&p[13]&p[12]&p[11]&p[10]&p[9]&p[8]&p[7]&p[6]&g[5]) | (p[15]&p[14]&p[13]&p[12]&p[11]&p[10]&p[9]&p[8]&p[7]&p[6]&p[5]&g[4]) | (p[15]&p[14]&p[13]&p[12]&p[11]&p[10]&p[9]&p[8]&p[7]&p[6]&p[5]&p[4]&g[3]) | (p[15]&p[14]&p[13]&p[12]&p[11]&p[10]&p[9]&p[8]&p[7]&p[6]&p[5]&p[4]&p[3]&g[2]) | (p[15]&p[14]&p[13]&p[12]&p[11]&p[10]&p[9]&p[8]&p[7]&p[6]&p[5]&p[4]&p[3]&p[2]&g[1]) | (p[15]&p[14]&p[13]&p[12]&p[11]&p[10]&p[9]&p[8]&p[7]&p[6]&p[5]&p[4]&p[3]&p[2]&p[1]&g[0]);
    assign sum[0]  = p[0];
    assign sum[1]  = p[1]  ^ c[0];
    assign sum[2]  = p[2]  ^ c[1];
    assign sum[3]  = p[3]  ^ c[2];
    assign sum[4]  = p[4]  ^ c[3];
    assign sum[5]  = p[5]  ^ c[4];
    assign sum[6]  = p[6]  ^ c[5];
    assign sum[7]  = p[7]  ^ c[6];
    assign sum[8]  = p[8]  ^ c[7];
    assign sum[9]  = p[9]  ^ c[8];
    assign sum[10] = p[10] ^ c[9];
    assign sum[11] = p[11] ^ c[10];
    assign sum[12] = p[12] ^ c[11];
    assign sum[13] = p[13] ^ c[12];
    assign sum[14] = p[14] ^ c[13];
    assign sum[15] = p[15] ^ c[14];
    assign sum[16] = c[15];   
endmodule
module top #(N=4) (
	input clk,
	input rst,
	input [N*8-1:0] a,
	input [N*8-1:0] b,
	output [N*17-1:0] y
	);
	reg [7:0] p [1:N];
	reg [7:0] q [1:N];
	always @(posedge clk or posedge rst) begin
		if(rst) begin		
			p[1]<=0;
			p[2]<=0;
			p[3]<=0;
			p[4]<=0;
			q[1]<=0;
			q[2]<=0;
			q[3]<=0;
			q[4]<=0;
		end
		else begin	 
			p[1]<= a[7:0];
			p[2]<= a[15:8];
			p[3]<= a[23:16];
			p[4]<= a[31:24];
			q[1]<= b[7:0];
			q[2]<= b[15:8];
			q[3]<= b[23:16];
			q[4]<= b[31:24];
	end
	end
	wire [15:0] x [1:2*N];
	wire [16:0] z [1:N];
	my_mult mut_inst1(p[1],q[1],x[1]);
	my_mult mut_inst2(p[2],q[3],x[2]);
	my_mult mut_inst3(p[1],q[2],x[3]);
	my_mult mut_inst4(p[2],q[4],x[4]);
	my_mult mut_inst5(p[3],q[1],x[5]);
	my_mult mut_inst6(p[4],q[3],x[6]);
	my_mult mut_inst7(p[3],q[2],x[7]);
	my_mult mut_inst8(p[4],q[4],x[8]);
	(*dont_touch ="true" *)ksa16 ksa_i1(x[1],x[2],z[1]);
	(*dont_touch ="true" *)ksa16 ksa_i2(x[3],x[4],z[2]);
	(*dont_touch ="true" *)ksa16 ksa_i3(x[5],x[6],z[3]);
	(*dont_touch ="true" *)ksa16 ksa_i4(x[7],x[8],z[4]);
	assign y[16:0]=z[1];
	assign y[33:17]=z[2];
	assign y[50:34]=z[3];
	assign y[67:51]=z[4];
	endmodule
==> run.sh <==
#!/bin/bash
# OpenROAD 26Q1-2900-gdf79404cd8, Yosys 0.63+post, stock flow scripts
make -C /OpenROAD-flow-scripts/flow DESIGN_CONFIG=/design/flow/config.mk WORK_HOME=/design/flow/orfs finish
==> config.mk <==
export PLATFORM = sky130hd
export DESIGN_NAME = top
export DESIGN_NICKNAME = top
export VERILOG_FILES = /design/flow/design.v
export SDC_FILE = /design/flow/constraint.sdc
export NUM_CORES = 4
export LEC_CHECK = 1
export CORE_UTILIZATION = 40
==> constraint.sdc <==
current_design top

set clk_period 19.5
set clk_io_pct 0.2

create_clock -name clk0 -period $clk_period [get_ports {clk}]

set non_clock_inputs [all_inputs -no_clocks]
set_input_delay [expr $clk_period * $clk_io_pct] -clock clk0 $non_clock_inputs
set_output_delay [expr $clk_period * $clk_io_pct] -clock clk0 [all_outputs]
==> Table 3: Implementation characteristics <==
Physical design parameters

Parameter                              Value

Synthesis
  Yosys synthesis chip area .................. ~0.027 sq mm
  Primary FF master, synth .................. sky130_fd_sc_hd__dfrtp_1
  Avg Cell Area, Syn .................. 7.49 sq um
  Number of distinct library cell variants in the gate-level netlist after synthesis .................. around 120
  Cell count listed in synth_stat.txt .................. approximately 3,700
  Share of synthesized registers carrying an async set or reset .................. 100%
  Post-Synthesis Cells .................. about 3,700
  Post-synth tally of flip-flops with integrated enable .................. 0
  Synthesized registers .................. roughly 40
  Register share after synthesis .................. around 3.6%
  Synthesized cell area .................. 0.0275 sq mm
  Tally of yosys warning messages .................. 5

Drt
  Drc violations .................. 0
  Via-to-Cell Ratio .................. 5.54
  Count of vias placed by the detailed router .................. 25,100
  Tally of nets with antenna violations remaining after routing .................. 0
  Routed wire length .................. a little over 70,000 microns
  # diodes .................. 0
  Drt wl/cell .................. 15.8 microns
  Number of DRC markers after the initial detailed-route iteration .................. 1,533
  First-pass iteration count of the detailed router .................. 7

Critical path
  Crit start category .................. flop
  Critical path required time .................. around 16 ns
  Largest delay contributor family on the critical path .................. AND-OR/OR-AND gates
  CP max-delay cell .................. sky130_fd_sc_hd__o41ai_1
  Max Fanout on Critical Path .................. 13
  Largest stage delay on the critical path .................. 0.82 ns
  Most used cell along the critical path .................. sky130_fd_sc_hd__ha_1
  Data arrival at the endpoint of the critical path .................. 11.64 ns
  Crit path capture type .................. output port
  Number of stages on the worst setup path .................. 43
  Worst Setup Path Type .................. reg -> out
  Number of buffers and inverters on the critical path .................. 5

Global routing
  Met3 capacity usage during global routing .................. ~2.5%
  Routing layer with the top usage in global route .................. met1
  Wire length of the first global-routing pass .................. roughly 120,000 microns
  Antenna violations before repair .................. 0
  Routing usage on met1 .................. between 30 and 40%
  GRT met2 Usage .................. 31.2%
  Maximum number of pins on one net before global-route repair .................. approximately 55
  Remaining Overflow, GRT .................. 0
  Overall global routing resource usage .................. about a fifth
  Via count of the first global-routing pass .................. between 20,000 and 25,000

CTS
  Post-CTS Setup Bufs .................. 0
  Clock transition at path regs .................. 0.07 ns
  TritonCTS clock tree .................. done
  Maximum root-to-sink buffer count .................. 2
  Cell at the root of the clock tree .................. sky130_fd_sc_hd__clkbuf_16
  Clock sinks .................. ~40
  Clock buffers created by TritonCTS .................. 5
  CTS resizes .................. 0
  H-tree level count .................. 2
  Hold_buf cts .................. 0

Cells and area
  Fraction of layout instances using a drive strength above 1 .................. 4.34%
  Final-layout fill cell count .................. a little under 7,000
  Final instance area .................. a little under 0.03 sq mm
  P&R area growth vs syn .................. 7.13%

Job
  Number of maximum-capacitance violations .................. 0
  Tool warnings .................. 57

Floorplan
  Die width .................. between 200 and 300 microns
  Core area .................. approximately 0.068 sq mm
  Die Footprint .................. 0.0697 sq mm
  Io pins .................. approximately 130
  Height of the die .................. between 200 and 300 microns
  Initial core utilization .................. roughly two fifths
  Number of core rows .................. 95

Place
  Post-DP Area .................. about 0.029 sq mm
  Final Wtd Congestion .................. slightly above 0.9
  Port bufs .................. roughly 110
  HPWL reported at the end of detailed placement .................. between 50,000 and 60,000 microns

STA
  Portion of the clock cycle consumed by the worst path in the final layout .................. about four fifths
  Setup repair after global routing missed its margin .................. no
  Min Clock Period, post-route .................. roughly 16 ns
  Count of endpoints failing setup in the final report .................. 0
  Setup TNS Final .................. 0 ns
  Fmax .................. ~64 MHz
  Headroom to the max-slew limit .................. a little over two fifths
  Count of final hold-check violations .................. 0
  Number of pins with negative max-slew slack in the final report .................. 0
  Transition time of the tightest slew-check pin .................. between 0.8 and 0.9 ns

Run status
  Outcome .................. completed

Hold path
  Worst Hold Class .................. in -> async
## area by class of cell
class                   instances  area, sq um  share of cell area, %
inverters                     326         1220                   4.16
multi-input cells            3150        24600                   83.6
clock buffers                   6          129                  0.438
flip-flops and latches         40         1000                   3.41
repair buffers                143         1350                   4.57
clock inverters                 2         35.0                  0.119
well taps                     873         1090                   3.71
## cell usage after synthesis (52+ instances only)
master | number | area [sq um]
sky130_fd_sc_hd__ha_1 | 384 | 4800
sky130_fd_sc_hd__xnor2_1 | 336 | 2940
sky130_fd_sc_hd__inv_1 | 302 | 1130
sky130_fd_sc_hd__a21oi_1 | 275 | 1380
sky130_fd_sc_hd__nand2_1 | 238 | 893
sky130_fd_sc_hd__a21o_1 | 191 | 1430
sky130_fd_sc_hd__nor2_1 | 172 | 646
sky130_fd_sc_hd__xor2_1 | 155 | 1360
sky130_fd_sc_hd__o21ai_0 | 146 | 731
sky130_fd_sc_hd__and2_1 | 112 | 701
sky130_fd_sc_hd__clkbuf_1 | 91 | 342
sky130_fd_sc_hd__nand3_1 | 75 | 375
sky130_fd_sc_hd__o21bai_1 | 57 | 428
sky130_fd_sc_hd__nand2b_1 | 56 | 350
sky130_fd_sc_hd__nor3_1 | 55 | 275
sky130_fd_sc_hd__mux2i_1 | 54 | 541
sky130_fd_sc_hd__fa_1 | 52 | 1040
## flip-flops by register name (all words and copies together) (netlist names)
signal,cells
q,8
p,32
## layout by cell type (no fill, tap or decap), types with 27 or more instances in the layout
| cell type | instances |
|---|---|
| sky130_fd_sc_hd__nor2_1 | 172 |
| sky130_fd_sc_hd__o21ai_0 | 146 |
| sky130_fd_sc_hd__buf_4 | 34 |
| sky130_fd_sc_hd__ha_1 | 384 |
| sky130_fd_sc_hd__fa_1 | 52 |
| sky130_fd_sc_hd__clkdlybuf4s50_1 | 109 |
| sky130_fd_sc_hd__and2_1 | 112 |
| sky130_fd_sc_hd__a31oi_1 | 49 |
| sky130_fd_sc_hd__nand4_1 | 41 |
| sky130_fd_sc_hd__nand2_1 | 238 |
| sky130_fd_sc_hd__or3_1 | 28 |
| sky130_fd_sc_hd__a21oi_1 | 275 |
| sky130_fd_sc_hd__dfrtp_1 | 37 |
| sky130_fd_sc_hd__a211oi_1 | 38 |
| sky130_fd_sc_hd__maj3_1 | 31 |
| sky130_fd_sc_hd__and3_1 | 34 |
| sky130_fd_sc_hd__a21o_1 | 191 |
| sky130_fd_sc_hd__nand3_1 | 75 |
| sky130_fd_sc_hd__nand2b_1 | 56 |
| sky130_fd_sc_hd__o21a_1 | 27 |
| sky130_fd_sc_hd__xor2_1 | 155 |
| sky130_fd_sc_hd__inv_1 | 301 |
| sky130_fd_sc_hd__mux2i_1 | 54 |
| sky130_fd_sc_hd__o21bai_1 | 57 |
| sky130_fd_sc_hd__o211ai_1 | 35 |
| sky130_fd_sc_hd__xnor2_1 | 336 |
| sky130_fd_sc_hd__nor3_1 | 55 |
| sky130_fd_sc_hd__nor2b_1 | 33 |
## cells by family (layout without fill, tap and decap cells)
group / after synthesis / in the layout / synth area share, %
mux: 73 / 73 / 2.75
simple gates: 969 / 969 / 18.5
buf+inv: 479 / 477 / 6.81
xor+xnor: 515 / 515 / 17.5
flops: 40 / 40 / 3.64
compound gates: 1109 / 1109 / 27.8
fa+ha+maj: 484 / 484 / 23.1
## worst paths after layout
kind / start / end / slack (ns)
worst max-delay path: p[4][1] / y[49] / 3.96
min in group clk0: a[18] / p[3][2] / 4.00
max in group asynchronous: rst / q[1][0] / 14.73
worst min-delay path: rst / q[3][7] / 3.94
## routing by layer
layer,vias to the layer above,share of wire [%]
met1,11400,53
met3,31,4.5
met2,420,42
met5,-,0
met4,0,1.1
li1,13300,-
## through the flow
| stage | setup slack [ns] | utilization (%) | hold slack, ns | std cells |
|---|---|---|---|---|
| final | 3.96 | 43.6 | 3.94 | 4540 |
| after global routing | 2.91 | 43.6 | 3.99 | 4540 |
| after CTS | 3.92 | 43.6 | 3.97 | 4540 |
| after detailed placement | 4.33 | 43.4 | 4.32 | 4532 |
| after floorplan | 5.37 | - | 3.93 | 3669 |
| after global placement | 4.43 | 43.4 | 4.32 | 4532 |
